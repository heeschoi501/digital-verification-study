==> /design/flow/design.v <==
module main_controller (
    input clk, input reset,
    input start_op,
    input safety_sensor,  
    input wl_ready, rl_ready, ws_done, rs_done, env_ok,
    output reg cmd_wl_load, cmd_wl_unload,
    output reg cmd_rl_load, cmd_rl_unload,
    output reg cmd_ws_calib, cmd_ws_align, cmd_ws_scan,
    output reg cmd_rs_calib, cmd_rs_scan,
    output reg cmd_source_active,
    output reg [3:0] process_state
);
    parameter IDLE      = 0;
    parameter ENV_CHECK = 1; 
    parameter LOAD_RET  = 2; 
    parameter LOAD_WFR  = 3; 
    parameter SETUP     = 4; 
    parameter ALIGN     = 5; 
    parameter EXPOSE    = 6; 
    parameter UNLOAD    = 7;
    parameter ERROR     = 15;
    reg [3:0] state, next_state;
    always @(*) begin
        next_state = state;
        cmd_wl_load=0; cmd_wl_unload=0;
        cmd_rl_load=0; cmd_rl_unload=0;
        cmd_ws_calib=0; cmd_ws_align=0; cmd_ws_scan=0;
        cmd_rs_calib=0; cmd_rs_scan=0;
        cmd_source_active=0;
        case (state)
            IDLE: if (start_op) next_state = ENV_CHECK;
            ENV_CHECK: begin
                if (env_ok) next_state = LOAD_RET;
            end
            LOAD_RET: begin
                cmd_rl_load = 1;
                if (rl_ready) next_state = LOAD_WFR;
            end
            LOAD_WFR: begin
                cmd_wl_load = 1;
                if (wl_ready) next_state = SETUP;
            end
            SETUP: begin
                cmd_ws_calib = 1; cmd_rs_calib = 1; 
                if (ws_done && rs_done) next_state = ALIGN;
            end
            ALIGN: begin
                cmd_ws_align = 1;
                if (ws_done) next_state = EXPOSE;
            end
            EXPOSE: begin
                cmd_ws_scan = 1; 
                cmd_rs_scan = 1;
                cmd_source_active = 1;  
                if (safety_sensor) next_state = ERROR;  
                else if (ws_done && rs_done) next_state = UNLOAD;
            end
            UNLOAD: begin
                cmd_wl_unload = 1;
                cmd_rl_unload = 1;
                if (wl_ready && rl_ready) next_state = IDLE;
            end
            ERROR:  if (reset) next_state = IDLE;
        endcase
    end
    always @(posedge clk or posedge reset) begin
        if (reset) begin state <= IDLE; process_state <= IDLE; end
        else       begin state <= next_state; process_state <= state; end
    end
endmodule
module scanner_top (
    input clk, input reset,
    input op_start_btn,
    input interlock_sig,
    output [3:0] current_process,
    output source_status,
    output env_status
);
    wire w_wl_load, w_wl_unload;
    wire w_rl_load, w_rl_unload;
    wire w_ws_calib, w_ws_align, w_ws_scan;
    wire w_rs_calib, w_rs_scan;
    wire w_source;
    wire r_wl_ready, r_rl_ready, r_ws_done, r_rs_done, r_env_ok;
    main_controller u_main (
        .clk(clk), .reset(reset),
        .start_op(op_start_btn), .safety_sensor(interlock_sig),
        .wl_ready(r_wl_ready), .rl_ready(r_rl_ready),
        .ws_done(r_ws_done), .rs_done(r_rs_done),
        .env_ok(r_env_ok),
        .cmd_wl_load(w_wl_load), .cmd_wl_unload(w_wl_unload),
        .cmd_rl_load(w_rl_load), .cmd_rl_unload(w_rl_unload),
        .cmd_ws_calib(w_ws_calib), .cmd_ws_align(w_ws_align), .cmd_ws_scan(w_ws_scan),
        .cmd_rs_calib(w_rs_calib), .cmd_rs_scan(w_rs_scan),
        .cmd_source_active(w_source),
        .process_state(current_process)
    );
    wafer_loader     u_wl   (.clk(clk), .reset(reset), .cmd_load(w_wl_load), .cmd_unload(w_wl_unload), .wl_ready(r_wl_ready));
    reticle_loader   u_rl   (.clk(clk), .reset(reset), .cmd_load(w_rl_load), .cmd_unload(w_rl_unload), .rl_ready(r_rl_ready));
    wafer_stage      u_ws   (.clk(clk), .reset(reset), 
                             .cmd_calib(w_ws_calib), .cmd_align(w_ws_align), .cmd_scan(w_ws_scan), 
                             .ws_done(r_ws_done));
    reticle_stage    u_rs   (.clk(clk), .reset(reset), 
                             .cmd_calib(w_rs_calib), .cmd_sync(w_rs_scan), 
                             .rs_done(r_rs_done));
    light_source     u_src  (.clk(clk), .reset(reset), .cmd_active(w_source), .source_on(source_status));
    env_control      u_env  (.clk(clk), .reset(reset), .env_ok(r_env_ok));
    assign env_status = r_env_ok;
    initial begin
        $dumpfile("scanner_modular.vcd");
        $dumpvars(0, scanner_top);
    end
endmodule
module wafer_loader (
    input clk, input reset, 
    input cmd_load, input cmd_unload,
    output reg wl_ready
);
    reg [3:0] timer;
    always @(posedge clk or posedge reset) begin
        if (reset) begin wl_ready <= 0; timer <= 0; end
        else if (cmd_load || cmd_unload) begin
            if (timer < 4) timer <= timer + 1;
            else wl_ready <= 1;
        end else begin
            wl_ready <= 0; timer <= 0;
        end
    end
endmodule
module reticle_loader (
    input clk, input reset, 
    input cmd_load, input cmd_unload,
    output reg rl_ready
);
    reg [3:0] timer;
    always @(posedge clk or posedge reset) begin
        if (reset) begin rl_ready <= 0; timer <= 0; end
        else if (cmd_load || cmd_unload) begin
            if (timer < 3) timer <= timer + 1;
            else rl_ready <= 1;
        end else begin
            rl_ready <= 0; timer <= 0;
        end
    end
endmodule
module wafer_stage (
    input clk, input reset, 
    input cmd_calib, input cmd_align, input cmd_scan,
    output reg ws_done
);
    reg [4:0] timer;
    always @(posedge clk or posedge reset) begin
        if (reset) begin ws_done <= 0; timer <= 0; end
        else if (cmd_calib || cmd_align || cmd_scan) begin
            if (timer < 6) timer <= timer + 1; 
            else ws_done <= 1;
        end else begin
            ws_done <= 0; timer <= 0;
        end
    end
endmodule
module reticle_stage (
    input clk, input reset, 
    input cmd_calib, input cmd_sync,
    output reg rs_done
);
    reg [4:0] timer;
    always @(posedge clk or posedge reset) begin
        if (reset) begin rs_done <= 0; timer <= 0; end
        else if (cmd_calib || cmd_sync) begin
            if (timer < 6) timer <= timer + 1;
            else rs_done <= 1;
        end else begin
            rs_done <= 0; timer <= 0;
        end
    end
endmodule
module light_source (
    input clk, input reset, 
    input cmd_active,
    output reg source_on
);
    always @(posedge clk or posedge reset) begin
        if (reset) source_on <= 0;
        else if (cmd_active) source_on <= 1;
        else source_on <= 0;
    end
endmodule
module env_control (
    input clk, input reset,
    output reg env_ok
);
    reg [3:0] warmup_timer;
    always @(posedge clk or posedge reset) begin
        if (reset) begin env_ok <= 0; warmup_timer <= 0; end
        else begin
            if (warmup_timer < 10) warmup_timer <= warmup_timer + 1;
            else env_ok <= 1;  
        end
    end
endmodule
==> /design/flow/run.sh <==
#!/bin/bash
# OpenROAD 26Q1-2900-gdf79404cd8, Yosys 0.63+post, stock flow scripts
make -C /OpenROAD-flow-scripts/flow DESIGN_CONFIG=/design/flow/config.mk WORK_HOME=/design/flow/orfs finish
==> /design/flow/config.mk <==
export PLATFORM = sky130hd
export DESIGN_NAME = scanner_top
export DESIGN_NICKNAME = scanner_top
export VERILOG_FILES = /design/flow/design.v
export SDC_FILE = /design/flow/constraint.sdc
export NUM_CORES = 4
export LEC_CHECK = 1
export CORE_UTILIZATION = 30
==> /design/flow/constraint.sdc <==
current_design scanner_top

set clk_period 3.1
set clk_io_pct 0.2

create_clock -name clk0 -period $clk_period [get_ports {clk}]

set non_clock_inputs [all_inputs -no_clocks]
set_input_delay [expr $clk_period * $clk_io_pct] -clock clk0 $non_clock_inputs
set_output_delay [expr $clk_period * $clk_io_pct] -clock clk0 [all_outputs]
==> metrics.cfg <==
[clock_tree]
cts_buffers = 5
cts_tree = built
cts_max_level = 2
max-clock-path-buffers = 2
holdBufCountCts = 0
postCtsSetupBuffers = 0
cts.reportedPaths.clkPinSlew_ns = 0.06
cts_resized = 0
clk_latency_ns = 0.28
cts-root-buf = clkbuf_8
clkSinkCount = 36

[timing]
fmax_mhz = 530
fin_crit_ns = 1.89
rsz0062_at_grt = false
whs_ns = 0.495
fin_crit_sh = 0.608
final.setup.tns_ns = 0
setup_viol = 0
relSlewSlack = 0.688
fin_worst_skew_ns = 0.00512
hold_viol = 0
slew_viol_final = 0
worst_pin_slew_ns = 0.464

[power]
peakVddDrop_v = 0.000206
p_per_area_nw_per_um2 = 446
p_leak_nw = 0.805

[worst_setup_path]
worstRegToRegCells = 4
r2r_end = u_main.state[2]
end_kind = flip-flop
crit_type = reg2reg
startpoint_type = flip-flop
crit_fanout = 15
reg2reg_slack_ns = 1.21
critPathArrivalTime_ns = 2.04
slowest_stage = dfrtp_1
crit_chain = or3b_4 -> a221oi_4 -> nor4_1 -> mux2_1
r2r_start = u_main.state[2]
cp_slowest_stage_delay_ns = 0.61
required_ns = 3.26

[logic_synthesis]
top_logic_kind = simple AND/OR/NAND/NOR gates
ys.warnings.count = 10
ys_sh_aoi = 0.133
netlist.top_cell.by_area = dfrtp_1
synth_top_area_share = 0.575
ys_cells = 142
edf_count = 0
ys_top_cells_by_count = 36 x dfrtp_1, 16 x nor2_1, 12 x a21oi_1
synth_cell_types = 35
avgSynthCellArea_um2 = 11.0
synthXorXnorAreaFrac = 0.0335
synth_flops = 36
yosys.stat.seqShare = 0.575
ys_sh_simple = 0.163
area_leaders = dfrtp_1 57%, ha_1 4.0%, a21oi_1 3.8%, nor2_1 3.8%, xnor2_1 2.8%
ys_sh_mux = 0.0208
ff_type = dfrtp_1
synth_top_cell_by_count = dfrtp_1
ys_area_um2 = 1570
ys_sh_adder = 0.0399
syn_inst = 142
syn-cell-area_um2 = 1570
synth-async-reset-ratio = 1.00

[global_routing]
antenna_found_initial = 0
grt_max_degree = 29
grt-ovfl-total = 0
grt_pass1_vias = 1048
grt_pass1_wl_mm = 4.49
grt_util_all_layers = 0.107

[die]
coreArea_um2 = 4880
io_pins = 10
initial_core_util = 0.321
die-area_um2 = 5520
die_w_um = 74.3
die_h_um = 74.3
placementRows = 25

[hold_path]
min-delay-start = u_rl.timer[2]
hold_depth = 2
hold_class = reg2reg
hold_end = u_rl.timer[2]

[place]
place_congestion = 0.793
hpwl_mm = 1.83
dp.cells = 216
numPortBuffers = 9

[job]
warning_count = 25
maxCapViolations = 0

[detailed_routing]
remaining_drc_errors = 0
wl_mm = 2.61
highest_layer = met4
wl_met1_mm = 1.35
via_per_inst = 4.76
avgRoutedWirePerCell_um = 11.6
num_antenna_cells = 0
final_antenna_net_count = 0
drt_iter0_drc = 44
met3_length_um = 136
drt_first_pass_iters = 4
num_vias = 1066
wl_met2_mm = 1.09

[cells_and_area]
fin_cells = 224
syn_to_final_growth_pct = 16.4
drive_gt1_frac = 0.0828

[outcome]
status = complete, no violations

==> worst max-delay path, delay by kind of cell, from the launching register on <==
family,cells,cell delay [ns]
flip-flops,1,0.61
multiplexers,1,0.31
AND-OR/OR-AND,1,0.27
AND/OR/NAND/NOR,2,0.57
==> power by group <==
part	leakage [nW]	switching (mW)	internal (mW)
Sequential	0.477	0	0.470
Combinational	0.282	0.0106	0.00498
Clock	0.0455	0.148	0.181
Total	0.805	0.159	0.656
==> state kept, by name, summed over array words and instances, names as in the netlist <==
| signal | flops |
|---|---|
| u_env.env_ok | 1 |
| u_env.warmup_timer | 4 |
| u_main.process_state | 4 |
| u_main.state | 4 |
| u_rl.rl_ready | 1 |
| u_rl.timer | 4 |
| u_rs.rs_done | 1 |
| u_rs.timer | 5 |
| u_src.source_on | 1 |
| u_wl.timer | 4 |
| u_wl.wl_ready | 1 |
| u_ws.timer | 5 |
| u_ws.ws_done | 1 |
==> layout by cell type, fill, tap and decap left out, drive strengths merged, types with 2 or more instances in the layout <==
cell           count
clkbuf             8
o21ai              5
o31ai              2
nor3               4
dfrtp             36
o41ai              3
clkdlybuf4s50      9
xnor2              5
nand3              5
a21oi             12
nand2b             2
ha                 5
and4b              2
nand2              9
or3b               2
mux2               2
and2               3
a211oi             3
inv               11
nor2              16
==> worst max path at each step <==
stage,start,to,cells after the start
6_report,u_main.state[2],u_main.state[2],4
5_1_grt,u_main.state[2],u_main.state[2],4
4_1_cts,u_main.state[2],u_main.state[2],4
==> cell type report <==
cell class,instances,area [um^2]
repair buffers,10,97.6
inverters,11,41.3
clock buffers,8,90.1
fillers,478,3050
well taps,67,83.8
multi-input cells,92,612
flip-flops and latches,36,901
==> metal layers <==
| metal | global-route usage | up-vias |
|---|---|---|
| li1 | - | 522 |
| met1 | 0.167 | 520 |
| met2 | 0.153 | 22 |
| met3 | 0.0343 | 2 |
| met4 | 0.0210 | 0 |
| met5 | 0 | - |
==> cells by family after synthesis <==
logic type	count (synthesis)
compound gates	29
xor+xnor	6
fa+ha+maj	5
buf+inv	14
flops	36
mux	3
simple gates	49
==> per-stage QoR <==
step / total power [mW] / util / cell area (um^2) / setup slack, ns
global route: 0.851 / 0.374 / 1830 / 1.14
finish: 0.814 / 0.374 / 1830 / 1.21
floorplan: 0.487 / - / 1570 / 1.50
CTS: 0.830 / 0.374 / 1830 / 1.22
global placement: 0.495 / 0.356 / 1740 / 1.09
detailed placement: 0.495 / 0.356 / 1740 / 1.06
Power figures rest on the tool's default switching activity, not on a simulated workload.
