===== design.v =====
module scanner_fsm (
    input clk,
    input reset,
    input start_cmd,         
    input mech_done,         
    input focus_error,       
    output reg [3:0] current_step,  
    output reg laser_on,            
    output reg vacuum_on,           
    output reg stage_move           
);
    parameter S_IDLE          = 4'd0;
    parameter S_LOAD_REQ      = 4'd1;
    parameter S_PRE_CHECK     = 4'd2;
    parameter S_LOAD_STAGE    = 4'd3;
    parameter S_CALIBRATION   = 4'd4;  
    parameter S_ALIGN_GLOBAL  = 4'd5;
    parameter S_LEVELING      = 4'd6;  
    parameter S_ALIGN_FINE    = 4'd7;
    parameter S_SYNC_CHECK    = 4'd8;  
    parameter S_EXPOSE        = 4'd9;  
    parameter S_UNLOAD        = 4'd10;
    parameter S_ERROR         = 4'd15;  
    reg [3:0] state, next_state;
    initial begin
        $dumpfile("scanner.vcd");
        $dumpvars(0, scanner_fsm);
    end
    always @(*) begin
        next_state = state;
        case (state)
            S_IDLE:          if (start_cmd) next_state = S_LOAD_REQ;
            S_LOAD_REQ:      if (mech_done) next_state = S_PRE_CHECK;
            S_PRE_CHECK:     if (mech_done) next_state = S_LOAD_STAGE;
            S_LOAD_STAGE:    if (mech_done) next_state = S_CALIBRATION;
            S_CALIBRATION:   if (mech_done) next_state = S_ALIGN_GLOBAL;
            S_ALIGN_GLOBAL:  if (mech_done) next_state = S_LEVELING;
            S_LEVELING: begin
                if (focus_error) next_state = S_ERROR;
                else if (mech_done) next_state = S_ALIGN_FINE;
            end
            S_ALIGN_FINE:    if (mech_done) next_state = S_SYNC_CHECK;
            S_SYNC_CHECK:    if (mech_done) next_state = S_EXPOSE;
            S_EXPOSE: begin
                if (focus_error) next_state = S_ERROR;
                else if (mech_done) next_state = S_UNLOAD;
            end
            S_UNLOAD:        if (mech_done) next_state = S_IDLE;
            S_ERROR:         if (reset)     next_state = S_IDLE;
            default:         next_state = state; 
        endcase
    end
    always @(posedge clk or posedge reset) begin
        if (reset) state <= S_IDLE;
        else       state <= next_state;
    end
    always @(posedge clk or posedge reset) begin
        if (reset) begin
            laser_on <= 0;
            vacuum_on <= 0;
            stage_move <= 0;
            current_step <= S_IDLE;
        end else begin
            current_step <= state;
            if (state >= S_LOAD_STAGE && state <= S_EXPOSE) vacuum_on <= 1;
            else vacuum_on <= 0;
            if (state == S_EXPOSE && !focus_error) laser_on <= 1;
            else laser_on <= 0;
            if (state >= S_CALIBRATION && state <= S_EXPOSE) stage_move <= 1;
            else stage_move <= 0;
        end
    end
endmodule

===== config.mk =====
export PLATFORM = sky130hd
export DESIGN_NAME = scanner_fsm
export DESIGN_NICKNAME = scanner_fsm
export VERILOG_FILES = /design/flow/design.v
export SDC_FILE = /design/flow/constraint.sdc
export NUM_CORES = 4
export LEC_CHECK = 1
export CORE_AREA = 10 10 70 70
export DIE_AREA = 0 0 80 80

===== run.sh =====
#!/bin/bash
# OpenROAD 26Q1-2900-gdf79404cd8, Yosys 0.63+post, stock flow scripts
make -C /OpenROAD-flow-scripts/flow DESIGN_CONFIG=/design/flow/config.mk WORK_HOME=/design/flow/orfs finish

===== constraint.sdc =====
current_design scanner_fsm

set clk_period 2.6
set clk_io_pct 0.2

create_clock -name clk0 -period $clk_period [get_ports {clk}]

set non_clock_inputs [all_inputs -no_clocks]
set_input_delay [expr $clk_period * $clk_io_pct] -clock clk0 $non_clock_inputs
set_output_delay [expr $clk_period * $clk_io_pct] -clock clk0 [all_outputs]

==> CHANGELOG.md <==
## Implementation

* Fin crit share at 0.756
* Number of warnings reported in the yosys synthesis log at 3
* Count of tool warnings at 25
* Worst min-delay path category: primary input to async pin
* Number of I/O pins at 12
* Fraction of post-synthesis cell area in the top cell type by area at 0.463
* Peak supply drop at 0.212 mV
* Number of maximum-capacitance violations at 0
* Total Routing Usage GR at 0.0346
* Drt wl/cell at 9.73 um
* Number of max-slew violations in the final report at 0
* CTS tree: yes
* Count of port buffers added during placement at 11
* Worst Reg-to-Reg Cells at 5
* Cell accounting for the most synthesized area: sky130_fd_sc_hd__dfrtp_1
* Sequential share of the synthesized area at 0.463
* Total die area at 0.00640 mm^2
* Startpoint class of the critical path: primary input
* CORE AREA at 0.00342 mm^2
* Global-route wire length before repair at 1.88 mm
* Congestion Overflow GR at 0
* Total number of clock tree sinks at 11
* Initial antenna violation count at 0
* Buffer type at the clock tree root: sky130_fd_sc_hd__clkbuf_4
* Minimum setup slack among reg-to-reg paths at 0.70 ns
* Slew HR at 0.663
* Total Routed Length at 1.13 mm
* Global-route met3 utilization at 0.0148
* Diode count at 0
* Count of H-tree levels built during CTS at 1
* Synthesized area per cell at 9.74 um^2
* Standard-cell row count at 21
* Leakage power at 0.289 nW
* Largest driver fanout on the critical path at 8
* Worst setup EP type: register
* Post-CTS setup buffers at 0
* Final HPWL DP at 839 um
* Flip-flops with a built-in enable at 0
* Number of cell instances after yosys synthesis at 61
* Final worst path period need at 1.97 ns
* Largest net degree at the start of global routing at 20
* Number of distinct library cells after synthesis at 29
* Final routed DRC violation total at 0
* Number of buffers added to fix hold violations after cts at 0
* Ranking of synthesized cells by instance count: 11 x sky130_fd_sc_hd__dfrtp_1, 5 x sky130_fd_sc_hd__nand2_1, 4 x sky130_fd_sc_hd__nor2_1, 4 x sky130_fd_sc_hd__o21ai_0, 3 x sky130_fd_sc_hd__a21oi_1
* Post-CTS resize count at 0
* Worst stage delay on the critical path at 0.64 ns
* Cell with the biggest individual delay on the critical path: sky130_fd_sc_hd__clkdlybuf4s50_1
* Global-route layer with the greatest usage: met2
* Die outline height at 80 um
* Least-Margin Pin Slew at 0.506 ns
* Reg clk slew, reported paths at 0.06 ns
* Number of vias in the routed layout at 474
* Synthesis-stage register bit count at 11
* Initial cell density of the core at 0.174
* Setup violations, final at 0
* Setup TNS at 0 ns
* Met1 global-route usage at 0.0450
* DIE WIDTH at 80 um
* Clk latency late pin at 0.26 ns
* Main area contributors: sky130_fd_sc_hd__dfrtp_1 46%, sky130_fd_sc_hd__buf_6 3.8%, sky130_fd_sc_hd__mux2i_1 3.4%, sky130_fd_sc_hd__o21ai_0 3.4%, sky130_fd_sc_hd__nand2_1 3.2%
* Critical setup path kind: primary input to register
* Capturing element of the worst setup path: state[0]$_DFFE_PP0P_
* Dominant flop cell: sky130_fd_sc_hd__dfrtp_1
* Chain of cells forming the critical path: clkdlybuf4s50_1 > nand3_1 > a21oi_2 > o32ai_2 > a21oi_2 > mux2_1
* Final count of hold timing violations at 0
* Highest attainable clock frequency at 0.509 GHz
* Number of detailed-route iterations in the first pass at 4
* Total chip power at 0.805 mW
* DR vias/cell at 4.09
* Data arrival time at the worst-slack endpoint at 2.11 ns
* Synth top cell by count: sky130_fd_sc_hd__dfrtp_1
* Number of DRC violations after detailed-routing iteration 0 at 25
* Outcome: complete, no violations
* R2r endpoint: state[0]$_DFFE_PP0P_
* Vias in the first global route at 414
* Final weighted congestion in routability-driven placement at 0.745
* Post-Synthesis Cells at 61
* YS chip area at 594 um^2
* Layout cells sized above 1 at 0.100
* Asr flop ratio synth at 1.00
* RSZ-0062 raised after global routing: false
* Clk_skew at 0.00225 ns
* Post-synthesis instance area at 594 um^2
* Post-route ant nets at 0
* CTS max path bufs at 2
* Worst path most repeated cell: sky130_fd_sc_hd__a21oi_2
* Startpoint of the worst-slack reg-to-reg timing path: state[1]$_DFFE_PP0P_
* Area delta synth->final at 24.6%
* Met2 demand-to-capacity share in global routing at 0.0490
* Launch point of the critical path: focus_error
* Inserted Clock Buffers at 3
* Critical path required time at 2.74 ns
* Power density over the cells at 1090 mW/mm^2
-- through the flow --
| stage | utilization | cells | instance area [um^2] | hold slack [ns] | setup slack (ns) |
|---|---|---|---|---|---|
| after floorplan | - | 61 | 594 | 0.363 | 0.906 |
| after CTS | 0.217 | 116 | 741 | 0.611 | 0.647 |
| after global placement | 0.209 | 112 | 714 | 0.594 | 0.403 |
| final | 0.217 | 116 | 741 | 0.615 | 0.635 |
| after detailed placement | 0.209 | 112 | 714 | 0.605 | 0.363 |
| after global routing | 0.217 | 116 | 741 | 0.651 | 0.554 |
-- placed cells by master (no fill, tap or decap) --
master                            Yosys  final
sky130_fd_sc_hd__nor2b_1              1      1
sky130_fd_sc_hd__o22ai_1              2      2
sky130_fd_sc_hd__clkbuf_1             0      1
sky130_fd_sc_hd__nor4b_1              1      1
sky130_fd_sc_hd__a21oi_1              3      3
sky130_fd_sc_hd__a22oi_1              1      1
sky130_fd_sc_hd__or3_1                1      1
sky130_fd_sc_hd__clkbuf_4             0      3
sky130_fd_sc_hd__a21boi_1             1      1
sky130_fd_sc_hd__nor2_1               4      4
sky130_fd_sc_hd__o211ai_1             1      1
sky130_fd_sc_hd__o32ai_2              1      1
sky130_fd_sc_hd__inv_1                2      2
sky130_fd_sc_hd__nand2b_1             2      2
sky130_fd_sc_hd__mux2i_1              2      2
sky130_fd_sc_hd__a21oi_2              2      2
sky130_fd_sc_hd__a31oi_1              2      2
sky130_fd_sc_hd__clkdlybuf4s50_1      0     11
sky130_fd_sc_hd__nand3b_1             1      1
sky130_fd_sc_hd__o21ai_0              4      4
sky130_fd_sc_hd__o31ai_1              1      1
sky130_fd_sc_hd__dfrtp_1             11     11
sky130_fd_sc_hd__inv_2                1      1
sky130_fd_sc_hd__nor3_1               1      1
sky130_fd_sc_hd__o311ai_1             1      1
sky130_fd_sc_hd__nand2_1              5      5
sky130_fd_sc_hd__mux2_1               1      1
sky130_fd_sc_hd__nand3_1              2      2
sky130_fd_sc_hd__nand4_1              1      1
-- report_power, final --
part           switching [mW]  internal [mW]
clock network          0.0504         0.0592
logic                   0.124          0.200
registers               0.127          0.245
-- cell type report --
cell class / instances / area (um^2)
Fill cell: 387 / 2680
Sequential cell: 11 / 275
Multi-Input combinational cell: 41 / 260
Timing Repair Buffer: 11 / 110
Tap cell: 46 / 57.6
Clock buffer: 4 / 26.3
Inverter: 3 / 11.3
-- worst min-delay path by stage --
stage / start / end / slack, ns
6_report: reset / current_step[2]$_DFF_PP0_ / 0.62
4_1_cts: state[2]$_DFFE_PP0P_ / current_step[2]$_DFF_PP0_ / 0.61
5_1_grt: state[2]$_DFFE_PP0P_ / current_step[2]$_DFF_PP0_ / 0.65
-- sequential cells by signal, summed over array words and instances, names as in the netlist --
| name | cells |
|---|---|
| vacuum_on | 1 |
| state | 4 |
| current_step | 4 |
| laser_on | 1 |
| stage_move | 1 |
-- worst max-delay path, delay by kind of cell --
kind	cells	cell delay, ns
buffers and inverters	1	0.64
AND-OR/OR-AND	3	0.48
AND/OR/NAND/NOR	1	0.14
multiplexers	1	0.33
-- routing by layer --
layer | part of all wire | vias up
li1 | - | 236
met5 | 0 | -
met1 | 0.46 | 219
met4 | 0.030 | 0
met3 | 0.11 | 2
met2 | 0.40 | 17
-- logic make-up (layout without fill, tap and decap cells) --
group,after synthesis,in the layout,synth area share
multiplexers,3,3,0.0526
buffers and inverters,9,18,0.0989
flip-flops,11,11,0.463
AND/OR/NAND/NOR,19,19,0.162
AND-OR/OR-AND,19,19,0.223
Power is estimated from default activity; no workload was simulated.
