**flow/design.v**
```verilog
module scanner_main_controller #(
    parameter integer LOT_SIZE = 25   
)(
    input  wire        clk,
    input  wire        reset,
    input  wire        start_op,
    input  wire        safety_sensor,    
    input  wire        wl_ready,
    input  wire        rl_ready,
    input  wire        ws_done,
    input  wire        rs_done,
    input  wire        env_ok,
    output reg         cmd_wl_load,
    output reg         cmd_wl_unload,
    output reg         cmd_rl_load,
    output reg         cmd_rl_unload,
    output reg         cmd_ws_calib,
    output reg         cmd_ws_align,
    output reg         cmd_ws_scan,
    output reg         cmd_rs_calib,
    output reg         cmd_rs_scan,
    output reg         cmd_source_active,
    output reg  [3:0]  process_state,    
    output reg  [7:0]  wafer_index       
);
    localparam [3:0] IDLE      = 4'd0;
    localparam [3:0] ENV_CHECK = 4'd1;
    localparam [3:0] LOAD_RET  = 4'd2;
    localparam [3:0] LOAD_WFR  = 4'd3;
    localparam [3:0] SETUP     = 4'd4;
    localparam [3:0] ALIGN     = 4'd5;
    localparam [3:0] EXPOSE    = 4'd6;
    localparam [3:0] UNLOAD    = 4'd7;
    localparam [3:0] ERROR     = 4'd15;
    localparam [7:0] LOT_SIZE_U8 = LOT_SIZE[7:0];
    reg [3:0] state, next_state;
    reg [7:0] next_wafer_index;
    always @(posedge clk or posedge reset) begin
        if (reset) begin
            state         <= IDLE;
            process_state <= IDLE;
            wafer_index   <= 8'd0;
        end else begin
            state         <= next_state;
            process_state <= next_state;
            wafer_index   <= next_wafer_index;
        end
    end
    always @(*) begin
        next_state        = state;
        next_wafer_index  = wafer_index;
        cmd_wl_load       = 1'b0;
        cmd_wl_unload     = 1'b0;
        cmd_rl_load       = 1'b0;
        cmd_rl_unload     = 1'b0;
        cmd_ws_calib      = 1'b0;
        cmd_ws_align      = 1'b0;
        cmd_ws_scan       = 1'b0;
        cmd_rs_calib      = 1'b0;
        cmd_rs_scan       = 1'b0;
        cmd_source_active = 1'b0;
        case (state)
            IDLE: begin
                next_wafer_index = 8'd0;
                if (start_op) begin
                    next_state = ENV_CHECK;
                end
            end
            ENV_CHECK: begin
                if (env_ok) begin
                    next_state = LOAD_RET;
                end
            end
            LOAD_RET: begin
                cmd_rl_load = 1'b1;
                if (rl_ready) begin
                    next_state = LOAD_WFR;
                end
            end
            LOAD_WFR: begin
                cmd_wl_load = 1'b1;
                if (wl_ready) begin
                    next_state = SETUP;
                end
            end
            SETUP: begin
                cmd_ws_calib = 1'b1;
                cmd_rs_calib = 1'b1;
                if (ws_done && rs_done) begin
                    next_state = ALIGN;
                end
            end
            ALIGN: begin
                cmd_ws_align = 1'b1;
                if (ws_done) begin
                    next_state = EXPOSE;
                end
            end
            EXPOSE: begin
                cmd_ws_scan       = 1'b1;
                cmd_rs_scan       = 1'b1;
                cmd_source_active = 1'b1;
                if (safety_sensor) begin
                    next_state = ERROR;
                end else if (ws_done && rs_done) begin
                    next_state = UNLOAD;
                end
            end
            UNLOAD: begin
                cmd_wl_unload = 1'b1;
                if (wafer_index == LOT_SIZE_U8 - 1) begin
                    cmd_rl_unload = 1'b1;
                end
                if (wl_ready && 
                    ((wafer_index == LOT_SIZE_U8 - 1 && rl_ready) ||
                     (wafer_index != LOT_SIZE_U8 - 1))) begin
                    if (wafer_index == LOT_SIZE_U8 - 1) begin
                        next_state       = IDLE;
                        next_wafer_index = 8'd0;
                    end else begin
                        next_wafer_index = wafer_index + 8'd1;
                        next_state       = LOAD_WFR;   
                    end
                end
            end
            ERROR: begin
                next_state       = ERROR;
                next_wafer_index = wafer_index;
            end
            default: begin
                next_state       = IDLE;
                next_wafer_index = 8'd0;
            end
        endcase
    end
endmodule
```
**flow/run.sh**
```bash
#!/bin/bash
# OpenROAD 26Q1-2900-gdf79404cd8, Yosys 0.63+post, stock flow scripts
make -C /OpenROAD-flow-scripts/flow DESIGN_CONFIG=/design/flow/config.mk WORK_HOME=/design/flow/orfs finish
```
**flow/config.mk**
```make
export PLATFORM = sky130hd
export DESIGN_NAME = scanner_main_controller
export DESIGN_NICKNAME = scanner_main_controller
export VERILOG_FILES = /design/flow/design.v
export SDC_FILE = /design/flow/constraint.sdc
export NUM_CORES = 4
export LEC_CHECK = 1
export CORE_AREA = 10 10 88 88
export DIE_AREA = 0 0 98 98
```
**flow/constraint.sdc**
```tcl
current_design scanner_main_controller

set clk_period 3.4
set clk_io_pct 0.2

create_clock -name clk0 -period $clk_period [get_ports {clk}]

set non_clock_inputs [all_inputs -no_clocks]
set_input_delay [expr $clk_period * $clk_io_pct] -clock clk0 $non_clock_inputs
set_output_delay [expr $clk_period * $clk_io_pct] -clock clk0 [all_outputs]
```
==> reports/metrics.csv <==
metric,value,unit
Avg Inst Size Synth,8.422,um2
final hold violation count,0,
clock sink total,12,
CP Buf/Inv Count,2,
core region area,5921,um2
1st-pass router iterations,4,
max-cap violations,0,
metal3 WL,336,um
GR Overflow Total,0,
vias in the first global route,863,
Clock Path Buffers,2,
Cell Type Count,44,
Area Growth Syn to Fin,43.47,%
Met2 Wirelength,990,um
WL final,2680,um
Startpoint Class,register,
chip area,9604,um2
switch share,0.3879,
share of cells above drive strength 1,0.09701,
hold-fix buffers at CTS,0,
cell-internal power,557.7,uW
clock skew,5.576,ps
H-tree Lvls,1,
highest routed layer,met4,
tally of OpenROAD warnings,26,
Post-DP Area,1264,um2
"FF+latch count, synth",12,
cell family with most CP delay,simple AND/OR/NAND/NOR gates,
post-DR vias/cell,4.230,
Worst EP arrival,2370,ps
total power,911.1,uW
clock-pin slew on the worst setup and hold paths,50,ps
"area leader, netlist",dfrtp_1,
setup TNS,0,ps
period utilisation layout,0.8959,
row count,28,
outcome,"complete, no violations",
clock share of power,0.140,
Vias,884,
final instance area,1305,um2
peak supply drop,0.0002499,V
Pwr Density,698.2,nW/um2
Post-CTS Setup Bufs,0,
global-route wire length before repair,4602,um
net switching power,353.4,uW
YS warnings,1,
most frequent cells after synthesis,"12 x dfrtp_1, 11 x nor2_1, 9 x nand2_1",
static leakage,0.0004940,uW
number of DRC markers in iteration 0,31,
"Top FF cell, synth",dfrtp_1,
initial antenna violation count,0,
register share of total power,0.301,
IO buf count,30,
"antenna viol nets, final",0,
fp util,0.1536,
Die W,98,um
Max stage delay on crit path,490,ps
antenna cells,0,
Yosys Chip Area,909.6,um2
Logic pwr share,0.559,
fin. max-slew vios,0,
post-DP HPWL,1976,um
TritonCTS clock tree,built,
ys cells,108,
clk latency late pin,240,ps
flip-flops with a built-in enable,0,
fin crit period,3046,ps
drt drc,0,
worst path cell trace,inv_1 > ha_1 > or4b_4 > or3_4 > nor2_1 > clkdlybuf4s50_1,
Die Y,98,um
Fill cells,627,
Required @ worst endpoint,2720,ps
Slew headroom,0.6363,
register area share after synthesis,0.3301,
average wire per standard cell,12.82,um
synthesized area,909.6,um2
CP Capture Type,output port,
Synth top cell by count,dfrtp_1,
routability cong.,0.8024,
pin slew with the least headroom to its limit,542.3,ps
CTS root buffer,clkbuf_8,
top post-synthesis cells by area,"dfrtp_1 33%, nor2_1 4.5%, o21ai_1 4.4%",
Ports,31,
cts repair resizes,0,
maximum clock rate,0.3283,GHz
cell count after synthesis,108,
Post-synth ARST share,1.000,
worst hold path class,reg2reg,
RSZ-0062 raised after global routing,false,
pin count of the biggest net entering global routing,19,
# setup viols final,0,
final core area utilization,0.2204,
CTS Buf Count,3,
"Max stage delay cell, worst path",or4b_4,
Global Route Usage Sum,0.05628,
Max-area cell share,0.3301,
Crit Path Max Fanout,6,
CP Class,reg2out,
WL met1,1338,um
==> through the flow <==
step | hold slack (ps) | setup WS (ps) | cells
after floorplan | 471.3 | 1206 | 108
after global placement | 518.6 | 588.9 | 206
after detailed placement | 522.0 | 572.8 | 206
after CTS | 539.8 | 308.7 | 209
after global routing | 568.4 | 218.8 | 209
final | 545.8 | 353.9 | 209
==> placed cells by master, fill, tap and decap left out, types with 2 or more instances in the layout <==
cell type	count
a21oi_1	4
and3_1	2
clkbuf_8	3
clkdlybuf4s50_1	30
dfrtp_1	12
ha_1	2
inv_1	4
mux2_4	2
nand2_1	9
nand2b_1	2
nand3_1	7
nor2_1	11
nor2b_1	4
nor3_1	2
o211ai_1	3
o21ai_0	3
o21ai_1	8
o22ai_1	2
==> sequential cells by signal (all words and copies together) (netlist names) <==
| register | cells |
|---|---|
| state | 4 |
| wafer_index | 8 |
==> power by group through the flow <==
stage         sequential (uW)  clock, uW  combinational, uW
CTS                       274        132                515
global route              289        142                574
finish                    275        127                509
==> per-layer routing <==
metal / global-route usage / vias to the layer above
met5: 0 / -
met4: 0.004474 / 0
met3: 0.03129 / 2
met2: 0.07513 / 29
met1: 0.07991 / 401
li1: - / 452
==> worst paths after layout <==
| check | cells past startpoint | to | slack (ps) | from |
|---|---|---|---|---|
| min in group asynchronous | 2 | state[1] | 770 | reset |
| setup reg to reg | 6 | state[0] | 1230 | wafer_index[0] |
| hold / removal | 1 | wafer_index[6] | 550 | wafer_index[6] |
| setup / recovery | 6 | cmd_rl_unload | 350 | wafer_index[0] |
| hold reg to reg | 1 | wafer_index[6] | 550 | wafer_index[6] |
| max in group asynchronous | 2 | wafer_index[5] | 2280 | reset |
==> kinds of logic after synthesis <==
| group | count (synthesis) | synth area share |
|---|---|---|
| AOI/OAI and AO/OA | 31 | 0.2476 |
| adders and majority gates | 2 | 0.02751 |
| DFF | 12 | 0.3301 |
| xor gates and xnor gates | 1 | 0.009630 |
| buffers and inverters | 12 | 0.06463 |
| muxes | 2 | 0.03301 |
| and+or+nand+nor | 48 | 0.2875 |
==> area by class of cell <==
type | count | area (um2) | area share
Multi-Input combinational cell | 84 | 550.5 | 0.4219
Timing Repair Buffer | 30 | 300.3 | 0.2301
Inverter | 5 | 18.77 | 0.01438
Tap cell | 75 | 93.84 | 0.07191
Clock buffer | 3 | 41.29 | 0.03164
Sequential cell | 12 | 300.3 | 0.2301
Power figures rest on the tool's default switching activity, not on a simulated workload.
